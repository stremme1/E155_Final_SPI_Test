## ./constraint.sdc

```tcl
current_design bno085_controller

set clk_period 7.6
set clk_io_pct 0.2

create_clock -name clk0 -period $clk_period [get_ports {clk}]

set non_clock_inputs [all_inputs -no_clocks]
set_input_delay [expr $clk_period * $clk_io_pct] -clock clk0 $non_clock_inputs
set_output_delay [expr $clk_period * $clk_io_pct] -clock clk0 [all_outputs]
```

## ./config.mk

```make
export PLATFORM = sky130hd
export DESIGN_NAME = bno085_controller
export DESIGN_NICKNAME = bno085_controller
export VERILOG_FILES = /design/flow/design.v
export SDC_FILE = /design/flow/constraint.sdc
export NUM_CORES = 4
export LEC_CHECK = 1
export CORE_UTILIZATION = 30
```

## ./design.v

```verilog
`timescale 1ns / 1ps
module bno085_controller (
    input  logic        clk,
    input  logic        rst_n,
    output logic        spi_start,
    output logic        spi_tx_valid,
    output logic [7:0]  spi_tx_data,
    input  logic        spi_tx_ready,
    input  logic        spi_rx_valid,
    input  logic [7:0]  spi_rx_data,
    input  logic        spi_busy,
    output logic        cs_n,      
    output logic        ps0_wake,  
    input  logic        int_n,   
    output logic        quat_valid,
    output logic signed [15:0] quat_w,
    output logic signed [15:0] quat_x,
    output logic signed [15:0] quat_y,
    output logic signed [15:0] quat_z,
    output logic        gyro_valid,
    output logic signed [15:0] gyro_x,
    output logic signed [15:0] gyro_y,
    output logic signed [15:0] gyro_z,
    output logic        initialized,
    output logic        error
);
    localparam [7:0] CHANNEL_COMMAND = 8'h00;       
    localparam [7:0] CHANNEL_EXECUTABLE = 8'h01;     
    localparam [7:0] CHANNEL_CONTROL = 8'h02;        
    localparam [7:0] CHANNEL_REPORTS = 8'h03;        
    localparam [7:0] CHANNEL_WAKE_REPORTS = 8'h04;  
    localparam [7:0] CHANNEL_GYRO_RV = 8'h05;        
    localparam [7:0] REPORT_ID_ROTATION_VECTOR = 8'h05;
    localparam [7:0] REPORT_ID_GYROSCOPE = 8'h02;   
    typedef enum logic [3:0] {
        IDLE,
        INIT_WAIT_RESET,
        INIT_WAKE,
        INIT_WAIT_INT,
        INIT_CS_SETUP,       
        INIT_SEND_BODY,
        INIT_DONE_CHECK,
        WAIT_DATA,
        READ_HEADER_START,
        READ_HEADER,
        READ_PAYLOAD,
        ERROR_STATE
    } state_t;
    state_t state;
    logic [7:0] byte_cnt;
    logic [15:0] packet_length;
    logic [7:0] channel;
    logic [7:0] current_report_id;
    logic [18:0] delay_counter;
    logic [1:0] cmd_select;  
    logic [7:0] temp_byte_lsb;
    logic int_n_sync, int_n_prev;
    logic [7:0] last_seq_num;
    logic [7:0] report_status;
    logic [7:0] report_delay;
    function [7:0] get_init_byte(input [1:0] cmd, input [7:0] idx);
        case (cmd)
            2'd0: begin
                case (idx)
                    0: get_init_byte = 8'h05;  
                    1: get_init_byte = 8'h00;  
                    2: get_init_byte = 8'h02;  
                    3: get_init_byte = 8'h00;  
                    4: get_init_byte = 8'hF9;  
                    default: get_init_byte = 8'h00;
                endcase
            end
            2'd1: begin
                case (idx)
                    0: get_init_byte = 8'd17;
                    1: get_init_byte = 8'h00;
                    2: get_init_byte = 8'h02;  
                    3: get_init_byte = 8'd1;   
                    4: get_init_byte = 8'hFD;  
                    5: get_init_byte = 8'h05;  
                    6: get_init_byte = 8'h00;  
                    7: get_init_byte = 8'h00;  
                    8: get_init_byte = 8'h00;  
                    9: get_init_byte = 8'h20;  
                    10: get_init_byte = 8'h4E;
                    11: get_init_byte = 8'h00;
                    12: get_init_byte = 8'h00;  
                    default: get_init_byte = 8'h00;
                endcase
            end
            2'd2: begin
                case (idx)
                    0: get_init_byte = 8'd17;
                    1: get_init_byte = 8'h00;
                    2: get_init_byte = 8'h02;  
                    3: get_init_byte = 8'd2;   
                    4: get_init_byte = 8'hFD;  
                    5: get_init_byte = 8'h02;  
                    6: get_init_byte = 8'h00;  
                    7: get_init_byte = 8'h00;  
                    8: get_init_byte = 8'h00;  
                    9: get_init_byte = 8'h20;  
                    10: get_init_byte = 8'h4E;
                    11: get_init_byte = 8'h00;
                    12: get_init_byte = 8'h00;  
                    default: get_init_byte = 8'h00;
                endcase
            end
            default: get_init_byte = 8'h00;
        endcase
    endfunction
    function [7:0] get_cmd_len(input [1:0] cmd);
        case (cmd)
            2'd0: get_cmd_len = 8'd5;   
            2'd1: get_cmd_len = 8'd17;  
            2'd2: get_cmd_len = 8'd17;  
            default: get_cmd_len = 8'd0;
        endcase
    endfunction
    always_ff @(posedge clk or negedge rst_n) begin
        if (!rst_n) begin
            int_n_sync <= 1'b1;
            int_n_prev <= 1'b1;
        end else begin
            int_n_sync <= int_n;
            int_n_prev <= int_n_sync;
        end
    end
    always_ff @(posedge clk or negedge rst_n) begin
        if (!rst_n) begin
            state <= INIT_WAIT_RESET;
            initialized <= 1'b0;
            error <= 1'b0;
            delay_counter <= 19'd0;
            spi_start <= 1'b0;
            spi_tx_valid <= 1'b0;
            byte_cnt <= 8'd0;
            cs_n <= 1'b1;
            ps0_wake <= 1'b1;  
            quat_valid <= 1'b0;
            gyro_valid <= 1'b0;
            current_report_id <= 8'd0;
            temp_byte_lsb <= 8'd0;
            cmd_select <= 2'd0;
            last_seq_num <= 8'd0;
            report_status <= 8'd0;
            report_delay <= 8'd0;
            quat_w <= 16'd0;
            quat_x <= 16'd0;
            quat_y <= 16'd0;
            quat_z <= 16'd0;
            gyro_x <= 16'd0;
            gyro_y <= 16'd0;
            gyro_z <= 16'd0;
        end else begin
            spi_start <= 1'b0;
            spi_tx_valid <= 1'b0;
            quat_valid <= 1'b0;
            gyro_valid <= 1'b0;
            case (state)
                INIT_WAIT_RESET: begin
                    cs_n <= 1'b1;
                    ps0_wake <= 1'b1;  
                    if (delay_counter < 19'd300_000) begin
                        delay_counter <= delay_counter + 1;
                    end else begin
                        delay_counter <= 19'd0;
                        cmd_select <= 2'd0;  
                        if (!int_n_sync) begin
                            state <= INIT_CS_SETUP;
                        end else begin
                            state <= INIT_WAKE;
                        end
                    end
                end
                INIT_WAKE: begin
                    ps0_wake <= 1'b0;  
                    if (delay_counter < 19'd450) begin
                        delay_counter <= delay_counter + 1;
                    end else begin
                        delay_counter <= 19'd0;
                        state <= INIT_WAIT_INT;
                    end
                end
                INIT_WAIT_INT: begin
                    if (!int_n_sync) begin
                        delay_counter <= 19'd0;
                        state <= INIT_CS_SETUP;  
                    end else if (delay_counter >= 19'd150_000) begin
                        state <= ERROR_STATE;
                    end else begin
                        delay_counter <= delay_counter + 1;
                    end
                end
                INIT_CS_SETUP: begin
                    cs_n <= 1'b0;  
                    ps0_wake <= 1'b1;  
                    delay_counter <= 19'd0;
                    byte_cnt <= 8'd0;
                    state <= INIT_SEND_BODY;
                end
                INIT_SEND_BODY: begin
                    cs_n <= 1'b0;
                    if (byte_cnt < get_cmd_len(cmd_select)) begin
                        if (!spi_busy && spi_tx_ready) begin
                            spi_tx_data <= get_init_byte(cmd_select, byte_cnt);
                            spi_tx_valid <= 1'b1;
                            spi_start <= 1'b1;
                        end else if (spi_busy) begin
                            spi_start <= 1'b0;
                        end else if (!spi_busy && spi_rx_valid) begin
                            byte_cnt <= byte_cnt + 1;
                            spi_tx_valid <= 1'b0;
                        end
                    end else begin
                        cs_n <= 1'b1;
                        byte_cnt <= 8'd0;
                        state <= INIT_DONE_CHECK;
                        delay_counter <= 19'd0;
                    end
                end
                INIT_DONE_CHECK: begin
                    cs_n <= 1'b1;
                    ps0_wake <= 1'b1;  
                    if (delay_counter < 19'd30_000) begin
                        delay_counter <= delay_counter + 1;
                    end else begin
                        delay_counter <= 19'd0;
                        if (cmd_select < 2'd2) begin
                            cmd_select <= cmd_select + 1;
                            state <= INIT_WAKE;  
                        end else begin
                            initialized <= 1'b1;
                            state <= WAIT_DATA;
                        end
                    end
                end
                WAIT_DATA: begin
                    cs_n <= 1'b1;
                    ps0_wake <= 1'b1;  
                    if (!int_n_sync) begin
                        state <= READ_HEADER_START;
                        byte_cnt <= 8'd0;
                    end
                end
                READ_HEADER_START: begin
                    cs_n <= 1'b0;
                    if (!int_n_sync) begin
                        spi_tx_data <= 8'h00; 
                        spi_tx_valid <= 1'b1; 
                        spi_start <= 1'b1;
                        byte_cnt <= 8'd0;
                        state <= READ_HEADER;
                    end else begin
                        cs_n <= 1'b1;
                        state <= WAIT_DATA;
                    end
                end
                READ_HEADER: begin
                    cs_n <= 1'b0;
                    if (spi_rx_valid && !spi_busy) begin
                        case (byte_cnt)
                            0: begin
                                packet_length[7:0] <= spi_rx_data;
                                byte_cnt <= byte_cnt + 1;
                                spi_tx_data <= 8'h00; 
                                spi_tx_valid <= 1'b1; 
                                spi_start <= 1'b1;
                            end
                            1: begin
                                packet_length[15:8] <= spi_rx_data;
                                packet_length[15] <= 1'b0;  
                                byte_cnt <= byte_cnt + 1;
                                spi_tx_data <= 8'h00; 
                                spi_tx_valid <= 1'b1; 
                                spi_start <= 1'b1;
                            end
                            2: begin
                                channel <= spi_rx_data;
                                byte_cnt <= byte_cnt + 1;
                                spi_tx_data <= 8'h00; 
                                spi_tx_valid <= 1'b1; 
                                spi_start <= 1'b1;
                            end
                            3: begin
                                if (packet_length > 16'd4 && packet_length < 16'd32767) begin
                                    byte_cnt <= 8'd0;
                                    state <= READ_PAYLOAD;
                                    spi_tx_data <= 8'h00; 
                                    spi_tx_valid <= 1'b1; 
                                    spi_start <= 1'b1;
                                end else begin
                                    cs_n <= 1'b1; 
                                    state <= WAIT_DATA;
                                end
                            end
                        endcase
                    end else if (!spi_busy && byte_cnt < 4) begin
                        spi_tx_data <= 8'h00; 
                        spi_tx_valid <= 1'b1; 
                        spi_start <= 1'b1;
                    end
                end
                READ_PAYLOAD: begin
                    cs_n <= 1'b0;
                    if (spi_rx_valid && !spi_busy) begin
                        if (channel == CHANNEL_REPORTS || channel == CHANNEL_GYRO_RV) begin
                            case (byte_cnt)
                                0: current_report_id <= spi_rx_data;
                                1: last_seq_num <= spi_rx_data;  
                                2: report_status <= spi_rx_data;  
                                3: report_delay <= spi_rx_data;   
                                4: begin
                                    if (current_report_id == REPORT_ID_ROTATION_VECTOR) begin
                                        temp_byte_lsb <= spi_rx_data;
                                    end else if (current_report_id == REPORT_ID_GYROSCOPE) begin
                                        temp_byte_lsb <= spi_rx_data;  
                                    end
                                end
                                5: begin
                                    if (current_report_id == REPORT_ID_ROTATION_VECTOR) begin
                                        quat_x <= {spi_rx_data, temp_byte_lsb};  
                                    end else if (current_report_id == REPORT_ID_GYROSCOPE) begin
                                        gyro_x <= {spi_rx_data, temp_byte_lsb};  
                                    end
                                end
                                6: begin
                                    if (current_report_id == REPORT_ID_ROTATION_VECTOR) begin
                                        temp_byte_lsb <= spi_rx_data;  
                                    end else if (current_report_id == REPORT_ID_GYROSCOPE) begin
                                        temp_byte_lsb <= spi_rx_data;  
                                    end
                                end
                                7: begin
                                    if (current_report_id == REPORT_ID_ROTATION_VECTOR) begin
                                        quat_y <= {spi_rx_data, temp_byte_lsb};  
                                    end else if (current_report_id == REPORT_ID_GYROSCOPE) begin
                                        gyro_y <= {spi_rx_data, temp_byte_lsb};  
                                    end
                                end
                                8: begin
                                    if (current_report_id == REPORT_ID_ROTATION_VECTOR) begin
                                        temp_byte_lsb <= spi_rx_data;  
                                    end else if (current_report_id == REPORT_ID_GYROSCOPE) begin
                                        temp_byte_lsb <= spi_rx_data;  
                                    end
                                end
                                9: begin
                                    if (current_report_id == REPORT_ID_ROTATION_VECTOR) begin
                                        quat_z <= {spi_rx_data, temp_byte_lsb};  
                                    end else if (current_report_id == REPORT_ID_GYROSCOPE) begin
                                        gyro_z <= {spi_rx_data, temp_byte_lsb};  
                                        gyro_valid <= 1'b1;  
                                    end
                                end
                                10: begin
                                    if (current_report_id == REPORT_ID_ROTATION_VECTOR) begin
                                        temp_byte_lsb <= spi_rx_data;  
                                    end
                                end
                                11: begin
                                    if (current_report_id == REPORT_ID_ROTATION_VECTOR) begin
                                        quat_w <= {spi_rx_data, temp_byte_lsb};  
                                        quat_valid <= 1'b1;  
                                    end
                                end
                            endcase
                        end
                        byte_cnt <= byte_cnt + 1;
                        if (byte_cnt < (packet_length - 5)) begin
                            spi_tx_data <= 8'h00; 
                            spi_tx_valid <= 1'b1; 
                            spi_start <= 1'b1;
                        end else begin
                            cs_n <= 1'b1;
                            byte_cnt <= 8'd0;
                            state <= WAIT_DATA;
                        end
                    end else if (!spi_busy && byte_cnt < (packet_length - 4)) begin
                        spi_tx_data <= 8'h00; 
                        spi_tx_valid <= 1'b1; 
                        spi_start <= 1'b1;
                    end
                end
                ERROR_STATE: begin
                    error <= 1'b1;
                    cs_n <= 1'b1;
                    ps0_wake <= 1'b1;
                    state <= ERROR_STATE;
                end
                default: state <= IDLE;
            endcase
        end
    end
endmodule
```

## ./run.sh

```bash
#!/bin/bash
# OpenROAD 26Q1-2900-gdf79404cd8, Yosys 0.63+post, stock flow scripts
make -C /OpenROAD-flow-scripts/flow DESIGN_CONFIG=/design/flow/config.mk WORK_HOME=/design/flow/orfs finish
```

==> deck_impl_summary.md <==
Synthesis and Place & Route Summary

Final timing
  – Post-layout period usage: 51.59%
  – Setup-failing EPs final: 0
  – RSZ-0062 raised after global routing: false
  – Hold Violations, Final: 0
  – Final Max Slew Viols: 0
  – FMAX: 255.1 MHz
  – Fin crit period: between 3 and 4 ns
  – Measured slew at the worst slew-check pin: ~0.81 ns
  – Rel. slew slack: between 40% and 50%
  – Post-Route Skew: 0.03916 ns
  – Post-Route Setup TNS: 0 ns

Synthesis
  – Yosys synthesis chip area: 0.009833 mm2
  – Area leader share: 43.77%
  – Syn. warnings: 1
  – FF+latch count, synth: 206
  – Gate Count Post-Synth: approximately 820
  – Register area share after synthesis: 54.00%
  – Ys async rst share: 85.44%
  – Dominant cell type by area after synthesis: dfrtp_1
  – Dominant register cell: dfrtp_1
  – Post-synth EDFFs: 30
  – Cell area leaders: dfrtp_1, mux2_2, edfxtp_1, ha_1, nand2_1
  – Cell count in the Yosys report: 819
  – Distinct cells, synth: 63
  – Mapped cell area: 0.009833 mm2
  – Mean Syn Cell Area: 12.01 um2

Critical path
  – Critical path class: flip-flop to flip-flop
  – Critical path's most frequent cell: ha_1
  – CP endpoint kind: flip-flop
  – Worst-path fanout max: 10
  – Critical-path cell list: inv_1 -> ha_1 -> nor2b_1 -> nor2_1 -> xnor2_1 -> ha_1 -> a21o_1 -> a2111oi_0 -> a32oi_1 -> nand2_1 -> o221ai_1 -> a21oi_1
  – Slowest Stage Delay on Critical Path: between 0.6 and 0.7 ns
  – Crit start category: flip-flop
  – Critical Path AT: between 4 and 5 ns
  – Crit path required time: 7.75 ns
  – CP max stage cell: a21oi_1

Global route
  – Grt ovf: 0
  – First-pass GRT wire length: 40930 um
  – Largest net degree at the start of global routing: 58
  – Vias in the first global route: between 7k and 8k
  – Initial antenna violation count: 0
  – GRT Total Usage: 16.08%

Min path
  – HP Class: flip-flop to flip-flop

Final layout
  – Top cell excl fill/tap: dfrtp_1
  – Flop area: 0.005310 mm2
  – Gate Area: 0.004222 mm2
  – Final instance area: 0.01247 mm2
  – Layout cell share with drive strength beyond 1: between 20% and 30%
  – Finished Layout Cells: 1404
  – Top cells excl fill/tap: dfrtp_1, clkdlybuf4s50_1, mux2_2
  – Layout area overhead: 26.81%
  – Fill cells: roughly 3k

Place
  – Routability congestion estimate: 0.9051
  – Placed cell count: about 1.4k
  – Post-DP Area: 0.01166 mm2
  – Port Buf Inserts: ~140
  – Final HPWL DP: around 17000 um

Clocking
  – Clk pin slew, worst setup/hold paths: 0.06 ns
  – CTS resizes: 0
  – CTS root buf: clkbuf_16
  – Hold buffers post-CTS: 0
  – Num CTS Buffers: 24
  – CTS H-tree lvls: 1
  – CTS max path bufs: 3
  – TritonCTS clock tree: yes
  – Clk sinks: 206
  – Setup Buffers After CTS: 0
  – Worst-Skew Late Latency: 0.55 ns

Detailed routing
  – TritonRoute pass-1 iters: 5
  – Vias per cell: 5.074
  – Drt total wl: roughly 25000 um
  – Routed length per instance: 18.09 um
  – # diodes: 0
  – Routed Antenna Nets: 0
  – 1st-iter DRT viols: just over 600
  – DRC: 0
  – Via count: 7124

Pwr
  – Leak pwr: 5.401 nW
  – Power density over the cells: 198.8 mW/mm2
  – VDD IR-drop max: 0.1852 mV

Floorplanning
  – I/O pins: ~140
  – Init Core Util: 30.84%
  – Die Size: between 0.03 and 0.04 mm2
  – Core ar.: 0.03188 mm2
  – Chip Height: 183.0 um
  – Die x size: 183.0 um
  – Rows: 65

Job
  – Max-Cap Viols: 0
  – Tool warnings: 32

Status
  – Status: completed
-- per-stage QoR --
step	hold WS [ns]	power, W	utilization (%)	setup slack [ns]
CTS	0.4733	0.002508	39.11	3.705
detailed placement	0.4560	0.001338	36.57	3.353
floorplan	0.4084	0.001258	-	4.245
finish	0.4725	0.002479	39.11	3.679
global placement	0.4528	0.001337	36.57	3.420
global route	0.4973	0.002574	39.11	3.348
-- path summary, 6_finish.rpt --
check                                                     to  slack [ns]                  startpoint  cells past startpoint
worst max-delay path            spi_tx_data[0]$_SDFFCE_PP0P_        3.68  packet_length[3]$_DFFE_PP_                     12
worst min-delay path                 initialized$_DFFE_PN0P_        0.47     initialized$_DFFE_PN0P_                      1
worst max register to register  spi_tx_data[0]$_SDFFCE_PP0P_        3.68  packet_length[3]$_DFFE_PP_                     12
worst min register to register       initialized$_DFFE_PN0P_        0.47     initialized$_DFFE_PN0P_                      1
max in group asynchronous             quat_x[13]$_DFFE_PN0P_        5.05                       rst_n                      3
min in group asynchronous                 state[6]$_DFF_PN0_        0.88                       rst_n                      1
-- logic make-up (layout without fill, tap and decap cells) --
group,Yosys count,in the layout,share of synthesized area (%)
flops,206,206,54.00
compound gates,140,140,10.69
simple gates,235,235,12.89
mux,129,129,14.76
xor+xnor,11,11,0.9797
fa+ha+maj,28,28,3.563
buf+inv,70,220,3.117
-- critical path, delay by kind of cell, from the launching register on --
kind / cells / cell delay [ns]
AOI/OAI and AO/OA: 5 / 1.52
xor gates and xnor gates: 1 / 0.14
adders and majority gates: 2 / 0.48
buffers and inverters: 1 / 0.18
DFF: 1 / 0.52
and+or+nand+nor: 3 / 0.67
-- sequential cells by signal, summed over array words and instances (netlist names), 11 cells and up --
register,flops
packet_length,15
gyro_y,16
quat_z,16
quat_w,16
delay_counter,19
quat_y,16
gyro_z,16
quat_x,16
state,11
gyro_x,16
-- final cells by class --
class                      count  share of cell area (%)
inverter                      25                  0.7526
timing repair buffer         151                   11.93
multi-input combinational    543                   33.86
clock inverter                13                   1.244
sequential                   206                   42.58
tap                          435                   4.365
clock buffer                  31                   5.268
-- Yosys cell counts (11+ instances only) --
cell type	number
and3_1	11
clkbuf_1	29
dfrtp_1	172
a2bb2oi_1	12
o21ai_0	17
nand3_1	29
nor2_1	32
ha_1	28
nor3_1	20
edfxtp_1	30
nand4_1	15
a21oi_1	20
inv_1	25
mux2_2	128
nor4_1	14
nand2_1	53
-- layer usage --
layer / routed length [um] / track usage [%] / up-vias
met5: 0 / 0 / -
met1: 11570 / 24.38 / 3522
li1: - / - / 3339
met2: 11070 / 23.41 / 226
met4: 513 / 2.900 / 0
met3: 2251 / 5.223 / 37
-- where the power goes --
part           total, W  internal, W  leakage (nW)  switching [W]
clock network   0.00116     0.000686         0.404       0.000475
logic          0.000162    0.0000578          2.33       0.000104
registers       0.00116      0.00113          2.67      0.0000264
total           0.00248      0.00187          5.40       0.000606
Power is estimated from default activity; no workload was simulated.

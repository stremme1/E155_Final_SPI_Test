==> flow/design.v <==
`timescale 1ns / 1ps
module spi_master #(
    parameter CLK_DIV = 16   
)(
    input  logic        clk,
    input  logic        rst_n,
    input  logic        start,
    input  logic        tx_valid,
    input  logic [7:0]  tx_data,
    output logic        tx_ready,
    output logic        rx_valid,
    output logic [7:0]  rx_data,
    output logic        busy,
    output logic        sclk,
    output logic        mosi,
    input  logic        miso
);
    typedef enum logic [2:0] {
        IDLE,
        TX_RX,
        DONE
    } state_t;
    state_t state;
    logic [3:0] bit_cnt;
    logic [7:0] tx_shift;
    logic [7:0] rx_shift;
    logic [7:0] clk_cnt;
    logic sclk_en;
    logic sclk_reg;
    always_ff @(posedge clk or negedge rst_n) begin
        if (!rst_n) begin
            clk_cnt <= 8'd0;
            sclk_reg <= 1'b1;   
        end else begin
            if (sclk_en) begin
                if (clk_cnt == CLK_DIV - 1) begin
                    clk_cnt <= 8'd0;
                    sclk_reg <= ~sclk_reg;
                end else begin
                    clk_cnt <= clk_cnt + 1;
                end
            end else begin
                sclk_reg <= 1'b1;   
                clk_cnt <= 8'd0;
            end
        end
    end
    assign sclk = sclk_reg;
    always_ff @(posedge clk or negedge rst_n) begin
        if (!rst_n) begin
            state <= IDLE;
            bit_cnt <= 4'd0;
            tx_shift <= 8'd0;
            rx_shift <= 8'd0;
            sclk_en <= 1'b0;
            tx_ready <= 1'b0;
            rx_valid <= 1'b0;
            rx_data <= 8'd0;
        end else begin
            rx_valid <= 1'b0;
            case (state)
                IDLE: begin
                    sclk_en <= 1'b0;
                    bit_cnt <= 4'd0;
                    tx_ready <= 1'b1;
                    if (start && tx_valid) begin
                        rx_data <= 8'd0;  
                        state <= TX_RX;
                        tx_shift <= tx_data;
                        rx_shift <= 8'd0;
                        tx_ready <= 1'b0;
                        sclk_en <= 1'b1;
                    end
                end
                TX_RX: begin
                    if (sclk_reg && clk_cnt == CLK_DIV-1) begin
                        if (bit_cnt > 0) begin
                            tx_shift <= {tx_shift[6:0], 1'b0};
                        end
                    end
                    if (!sclk_reg && clk_cnt == CLK_DIV-1) begin
                        rx_shift <= {rx_shift[6:0], miso};
                        if (bit_cnt == 7) begin
                            state <= DONE;
                            sclk_en <= 1'b0;
                        end else begin
                            bit_cnt <= bit_cnt + 1;
                        end
                    end
                    if (bit_cnt == 4'd0 && state == TX_RX) begin
                    end
                end
                DONE: begin
                    rx_data <= rx_shift;
                    rx_valid <= 1'b1;
                    state <= IDLE;
                end
            endcase
        end
    end
    assign mosi = tx_shift[7];
    assign busy = (state != IDLE);
endmodule
==> flow/run.sh <==
#!/bin/bash
# OpenROAD 26Q1-2900-gdf79404cd8, Yosys 0.63+post, stock flow scripts
make -C /OpenROAD-flow-scripts/flow DESIGN_CONFIG=/design/flow/config.mk WORK_HOME=/design/flow/orfs finish
==> flow/config.mk <==
export PLATFORM = sky130hd
export DESIGN_NAME = spi_master
export DESIGN_NICKNAME = spi_master
export VERILOG_FILES = /design/flow/design.v
export SDC_FILE = /design/flow/constraint.sdc
export NUM_CORES = 4
export LEC_CHECK = 1
export CORE_UTILIZATION = 40
==> flow/constraint.sdc <==
current_design spi_master

set clk_period 3.4
set clk_io_pct 0.2

create_clock -name clk0 -period $clk_period [get_ports {clk}]

set non_clock_inputs [all_inputs -no_clocks]
set_input_delay [expr $clk_period * $clk_io_pct] -clock clk0 $non_clock_inputs
set_output_delay [expr $clk_period * $clk_io_pct] -clock clk0 [all_outputs]
==> results.cfg <==
; generated from flow reports
[status]
status = finished clean

[placed_design]
gp_congestion = 0.831
hpwl_mm = 2.51
placed_area_um2 = 2250
numPortBuffers = 25

[final_timing]
rsz0062_at_grt = no
hold_violations = 0
hold-worst-slack_ps = 452
clock_skew_ps = 8.55
fin_crit_sh_pct = 68.1
finalSetupViolCount = 0
final.setup.tns_ps = 0
period_minus_slack_ps = 2320
relSlewSlack_pct = 53.3
tightest_slew_ps = 695
slew_viol_final = 0
max_clock_freq_mhz = 432

[drt]
drt_iter0_drc = 65
postRouteAntennaNets = 0
via_per_inst = 5.44
drt_wl_total_mm = 3.47
antennaDiodeCount = 0
dr.pass1.iters = 4
wl_per_cell_um = 14.1
drc = 0
vias = 1333

[finish]
postLayoutCoreUtil_pct = 51.9
syn_to_final_growth_pct = 20.6
drive_gt1_share_pct = 15.5
fin_area_um2 = 2340

[floorplan]
die_area_um2 = 5130
initial_utilization_pct = 43.1
core_area_um2 = 4500
die_width_um = 71.6
fp-row-count = 24
die_h_um = 71.6
top_level_ports = 26

[power_and_ir_drop]
pwr-share-comb_pct = 3.0
ir_worst_vdd_mv = 0.223
power.net_switching_w = 0.000170
clkPwrFrac_pct = 37.8
pwr-share-seq_pct = 59.2
p_leak_nw = 1.11
power_density_nw_per_um2 = 363
internal_power_w = 0.000678
switching_share_pct = 20.0

[grt]
grt_pass1_wl_mm = 6.19
antenna_found_initial = 0
grt.overflow.total = 0
grt_start_max_net_pins = 43
grt_pass1_vias = 1356
track_usage_pct = 15.6

[yosys]
yosys-stat-cells = 162
synth_warnings = 1
yosys_area_um2 = 1940
syn-cell-area_um2 = 1940
synth_top_area_share_pct = 52.9
ys_top_cells_by_area = dfrtp_1 53%, mux2_2 8.7%, a22o_1 6.3%
yosysSeqAreaShare_pct = 54.3
synth_cells = 162
synth-edff-count = 0
synth_cell_type_count = 34
post-synth-top-count-cell = dfrtp_1
flop_cell = dfrtp_1
ys_async_sr_fraction_pct = 100
netlist_top_cells_count = 41 x dfrtp_1, 15 x mux2_2, 14 x a22o_1, 10 x nand2_1, 10 x nor2_1
synth-seq-cells = 42
yosys.area.top_type = dfrtp_1
syn-mean-instance-area_um2 = 12.0

[run]
warnings = 29
max-cap-violations = 0

[setup_path]
startpoint_type = register
endpoint_kind = primary output
worstPathArrival_ps = 1640
worstSetupPathType = register to primary output
crit_chain = inv_1 > ha_1 > inv_1 > clkdlybuf4s50_1
max_stage_delay_ps = 470
slowest_stage = clkdlybuf4s50_1
path_max_fanout = 7
cpMostUsedCell = inv_1
worstPathRequired_ps = 2720

[clock_tree]
cts_resized = 0
post_cts_buffers = 0
clk_latency_ps = 290
hold_buffers = 0
h-tree-depth = 2
cts.sinks = 42
cts_buffers = 5
root_buffer = clkbuf_8
path_clk_slew_ps = 70
cts.path.max_buffers = 2
cts_tree = yes

[min_path]
hold_path_class = input port to asynchronous set/reset pin
kinds of logic after synthesis:
group | after synthesis | synth area share, %
buffers and inverters | 10 | 2.06
AND-OR/OR-AND | 32 | 12.8
adder cells (fa/ha/maj) | 7 | 4.52
multiplexers | 19 | 10.8
XOR/XNOR | 7 | 3.16
AND/OR/NAND/NOR | 45 | 12.5
flip-flops | 42 | 54.3
stage by stage:
stage	total power (W)	setup slack, ps	cells
after floorplan	0.000514	1490	162
after global placement	0.000538	943	237
after detailed placement	0.000539	856	237
after CTS	0.000863	1050	245
after global routing	0.000887	871	245
final	0.000848	1080	245
final timing paths:
check,from,to,slack (ps),cells past startpoint
worst max-delay path,state[0]$_DFFE_PN0P_,busy,1080,4
worst min register to register,clk_cnt[0]$_DFF_PN0_,clk_cnt[0]$_DFF_PN0_,470,1
max in group asynchronous,rst_n,tx_shift[4]$_DFFE_PN0P_,2580,2
worst min-delay path,rst_n,rx_data[5]$_DFFE_PN0P_,450,2
min in group clk0,clk_cnt[0]$_DFF_PN0_,clk_cnt[0]$_DFF_PN0_,470,1
worst max register to register,state[1]$_DFFE_PN0P_,tx_shift[4]$_DFFE_PN0P_,1090,6
routing by layer:
layer	routed length [um]	vias up	part of all wire (%)	track usage, %
met2	1580	41	46	23.5
met1	1640	646	47	25.7
li1	-	640	-	-
met5	0	-	0	0
met3	200	6	5.8	2.57
met4	47	0	1.4	2.61
area by class of cell:
| type | count | area [um2] |
|---|---|---|
| clock buffer | 7 | 86.3 |
| clock inverter | 1 | 5.00 |
| fill | 393 | 2170 |
| inverter | 6 | 22.5 |
| multi-input combinational | 110 | 847 |
| sequential | 42 | 1050 |
| tap | 52 | 65.1 |
| timing repair buffer | 27 | 260 |
cells in the final DEF, fill, tap and decap left out, types with 2 or more instances in the layout:
master / n
dfrtp_1: 41
clkdlybuf4s50_1: 24
mux2_2: 15
a22o_1: 14
nand2_1: 10
nor2_1: 10
nand3_1: 7
ha_1: 7
inv_1: 6
clkbuf_8: 6
and3_1: 4
xnor2_1: 4
nor2b_1: 4
mux2i_1: 4
a21oi_1: 4
o21ai_0: 4
xor2_1: 3
nor4_1: 2
and2_1: 2
nor3_1: 2
a211oi_1: 2
buf_4: 2
worst max-delay path: cells and delay by family (launching register included):
kind	cells	cell delay [ps]
flops	1	380
fa+ha+maj	1	280
buf+inv	3	680
power by group through the flow:
stage     Sequential, W  Combinational [W]  Clock [W]
4_1_cts        0.000502          0.0000264   0.000334
5_1_grt        0.000503          0.0000288   0.000355
6_report       0.000503          0.0000254   0.000320
No activity file was given, so power comes from the tool's default toggle rates.
